### design/flow/design.v
interface AXI4S;
    parameter DATA_WIDTH = 32;
    parameter KEEP_WIDTH = (DATA_WIDTH + 7)/8;
    logic valid;
    logic ready;
    logic [DATA_WIDTH - 1:0]data;
    logic [KEEP_WIDTH - 1:0] keep;
    logic last;
    modport Slave (
        input valid, data, keep, last,
        output ready
    );
    modport Master (
        output valid, data, keep, last,
        input ready
    );
endinterface
module InputWireSelection #(
  parameter NUMBER_OF_INPUT_WIRES = 4,
  parameter CHOICE_WIDTH          = $clog2(NUMBER_OF_INPUT_WIRES)
) (
  input wire clk,
  input wire resetn,
  input wire [NUMBER_OF_INPUT_WIRES - 1: 0] inputs,
  output logic [NUMBER_OF_INPUT_WIRES - 1: 0] outputs,
  input wire [CHOICE_WIDTH - 1: 0] a_select,
  input wire [CHOICE_WIDTH - 1: 0] b_select,
  input wire [CHOICE_WIDTH - 1: 0] c_select,
  output logic a,
  output logic b,
  output logic c
);
always_ff @ (posedge clk)
begin
if(resetn)
begin
  a <= inputs[a_select];  
  b <= inputs[b_select];
  c <= inputs[c_select];
  outputs <= inputs;
end
else
begin
  a <= 0;  
  b <= 0;
  c <= 0;
  outputs <= 0;
end
end
endmodule
module OutputWireSelection #(
  parameter NUMBER_OF_INPUT_WIRES = 4,
  parameter CHOICE_WIDTH          = $clog2(NUMBER_OF_INPUT_WIRES)
) (
  input wire clk,
  input wire resetn,
  input wire [NUMBER_OF_INPUT_WIRES - 1: 0] inputs,
  output logic [NUMBER_OF_INPUT_WIRES - 1: 0] outputs,
  input wire [CHOICE_WIDTH - 1: 0] a_select,
  input wire [CHOICE_WIDTH - 1: 0] b_select,
  input wire [CHOICE_WIDTH - 1: 0] c_select,
  input wire a,
  input wire b,
  input wire c
);
wire [NUMBER_OF_INPUT_WIRES - 1: 0] selected_outputs;
genvar i;
generate;
  for(i = 0; i < NUMBER_OF_INPUT_WIRES; i++)
  begin
    assign selected_outputs[i] = (a_select == i)? a :( (b_select == i) ? b :( (c_select == i) ? c : (inputs[i]) ));
  end
endgenerate
always_ff @ (posedge clk)
begin
if(resetn)
begin
  outputs <= selected_outputs;
end
else
begin
  outputs <= 0;
end
end
endmodule
### design/flow/run.sh
#!/bin/bash
# OpenROAD 26Q1-2900-gdf79404cd8, Yosys 0.63+post, stock flow scripts
make -C /OpenROAD-flow-scripts/flow DESIGN_CONFIG=/design/flow/config.mk WORK_HOME=/design/flow/orfs finish
### design/flow/config.mk
export PLATFORM = sky130hd
export DESIGN_NAME = OutputWireSelection
export DESIGN_NICKNAME = OutputWireSelection
export VERILOG_FILES = /design/flow/design.v
export SDC_FILE = /design/flow/constraint.sdc
export NUM_CORES = 4
export LEC_CHECK = 1
export CORE_AREA = 10 10 70 70
export DIE_AREA = 0 0 80 80
### design/flow/constraint.sdc
current_design OutputWireSelection

set clk_period 1.2
set clk_io_pct 0.2

create_clock -name clk0 -period $clk_period [get_ports {clk}]

set non_clock_inputs [all_inputs -no_clocks]
set_input_delay [expr $clk_period * $clk_io_pct] -clock clk0 $non_clock_inputs
set_output_delay [expr $clk_period * $clk_io_pct] -clock clk0 [all_outputs]
==> impl_metrics.py <==
# Metrics from the implementation run
metrics = {
    "drt": {
        "final_antenna_net_count": 0,
        "vias": 378,
        "drt_wl_total_mm": 1.13,
        "firstDrtPassIters": 2,
        "drt-initial-drc-count": 48,
        "n_antenna_cell": 0,
        "vias_per_cell": 3.71,
        "avgRoutedWirePerCell_um": 11.1,
        "drcViolationCount": 0,
    },
    "layout": {
        "logic_area_um2": 219,
        "largest_reg_flops": 4,
        "regArea_um2": 81.3,
        "design_area_um2": 576,
        "n_fill_cell": 390,
        "regMostFlops": "outputs",
        "final_core_util": 0.168,
        "drive_gt1_frac": 0.214,
        "reg_top3": "outputs (4)",
        "areaGrowthSynthToFinish_pct": 95.7,
    },
    "floorplanning": {
        "core_um2": 3420,
        "fp.dieH_um": 80,
        "die_x_um": 80,
        "ios": 19,
        "fp_util": 0.0861,
        "chipArea_um2": 6400,
        "rows": 21,
    },
    "yosys": {
        "simple_gate_share": 0.349,
        "yosysCellCount": 33,
        "mux_share": 0,
        "topCombFamilyByArea": "AND-OR/OR-AND gates",
        "synth_warnings": 1,
        "ys_seq_frac": 0.272,
        "synthCells": 33,
        "area_leaders": "dfxtp_1 27%, a221oi_1 8.9%, o311ai_0 8.9%, nand2b_1 8.5%, and3b_2 6.8%",
        "yosys.area_share.adder": 0,
        "xor_share": 0,
        "yosysTopAreaCell": "dfxtp_1",
        "ys_sh_aoi": 0.353,
        "ys_ff": 4,
        "synth_top_area_share": 0.272,
        "avgSynthCellArea_um2": 8.91,
        "yosysChipArea_um2": 294,
        "syn-cell-area_um2": 294,
        "yosysUniqueCellTypes": 17,
    },
    "global_routing": {
        "grt_overflow": 0,
        "grt_first_pass_wirelength_mm": 1.88,
        "grt_pass1_vias": 401,
        "grt_usage": 0.0371,
        "grt_start_max_net_pins": 9,
        "antenna_found_initial": 0,
    },
    "power": {
        "vdd_drop_max_uv": 224,
        "power.switching_mw": 0.122,
        "comb_power_share": 0.291,
        "p_int_mw": 0.339,
        "seq_power_share": 0.324,
        "power.share.clock": 0.384,
        "p_per_area_nw_per_um2": 801,
        "leakage_nw": 0.229,
        "switching_share": 0.265,
    },
    "clock_tree": {
        "ctsRootBufferMaster": "clkbuf_4",
        "clkSinkCount": 4,
        "cts_tree": "yes",
        "path_clk_slew_ps": 40,
        "htree_num_levels": 1,
        "cts_buffers": 3,
        "cts_buffer_depth": 2,
        "hold_buffers": 0,
    },
    "timing": {
        "hold_slack_ps": 513,
        "worstMarginPinSlew_ps": 312,
        "finalHoldViolCount": 0,
        "finalCritPeriodShare": 0.972,
        "period_minus_slack_ps": 1170,
        "max_freq_mhz": 857,
        "drv_slew": 0,
        "slew_headroom": 0.789,
        "finalSetupViolations": 0,
        "rsz0062_at_grt": "false",
    },
    "worst_setup_path": {
        "crit_family": "AND-OR/OR-AND gates",
        "cp-end-kind": "register",
        "startpoint": "b",
        "required_ps": 1330,
        "critical_path.cell_chain": "clkdlybuf4s50_1 > o32a_1 > a31o_1",
        "critical_path_depth": 3,
        "start_kind": "input port",
        "cp_max_fo": 4,
        "worst-path-buf-inv": 1,
        "worst-setup-path-type": "in -> reg",
        "crit_slowest_cell": "clkdlybuf4s50_1",
        "cpPeakStageDelay_ps": 470,
        "crit_arrival_ps": 1300,
    },
    "placed_design": {
        "placed_area_um2": 547,
        "port_buffers": 18,
        "place_congestion": 0.841,
        "hpwl_um": 914,
    },
    "worst_hold_path": {
        "hp-class": "in -> reg",
        "min_path_cells": 4,
        "holdCritStartpoint": "c",
    },
    "flow_run": {
        "openroad.warnings": 25,
        "cap_violations": 0,
    },
    "status": {
        "status": "finished, final reports clean",
    },
}
-- cell type report --
type / count / area share
Tap cell: 46 / 0.100
Multi-Input combinational cell: 27 / 0.380
Sequential cell: 4 / 0.141
Timing Repair Buffer: 20 / 0.326
Inverter: 2 / 0.0130
Clock buffer: 3 / 0.0391
-- final timing paths --
check                        end  slack [ps]
worst max-delay path  outputs[0]          30
worst min-delay path  outputs[2]         510
-- power by group through the flow --
stage	sequential (mW)	clock, mW	combinational, mW
after CTS	0.150	0.179	0.131
after global routing	0.151	0.196	0.151
final	0.149	0.177	0.134
-- cells by family after synthesis --
family / after synthesis
buffers and inverters: 2
AND/OR/NAND/NOR: 14
AND-OR/OR-AND: 13
flip-flops: 4
-- placed cells by master, fill, tap and decap left out --
cell and n:
o21ai_1 3, dlygate4sd2_1 8, inv_1 2, dfxtp_2 1, dlymetal6s2s_1 1, nand2b_1 4
and3b_2 2, buf_4 2, o311ai_0 3, clkbuf_4 3, o32a_1 1, dfxtp_1 3
nor4bb_1 1, nand4_1 1, o21ai_0 1, a31o_1 1, o211ai_2 1, and3_2 1
or3b_1 1, a221oi_2 2, nand4b_1 2, a221oi_1 1, nand2_1 2, clkdlybuf4s50_1 9
-- metrics by stage --
stage               setup WS (ps)  setup TNS (ps)  cells  total power [mW]
floorplan                     325               0     33             0.188
global placement             -338           -1150     99             0.289
detailed placement           -347           -1240     99             0.292
CTS                          45.3               0    102             0.459
global route                 22.6               0    102             0.499
finish                       33.2               0    102             0.461
-- synth_stat cells, drive strengths merged --
cell    instances
dfxtp           4
nand2           2
a31o            1
o32a            1
nand4           1
nand2b          4
and3            1
a221oi          3
nor4bb          1
or3b            1
and3b           2
o21ai           4
inv             2
o311ai          3
nand4b          2
o211ai          1
-- layer usage --
| metal | global-route usage | routed length [um] | vias up |
|---|---|---|---|
| met1 | 0.0507 | 588 | 163 |
| met2 | 0.0337 | 270 | 29 |
| met4 | 0.00352 | 0 | 0 |
| met5 | 0 | 0 | - |
| met3 | 0.0455 | 273 | 0 |
| li1 | - | - | 186 |
-- what timing repair did --
item / 4_1_cts / 5_1_grt
pin swaps: 0 / 0
endpoints found under the setup margin: 8 / 4
setup buffers: 0 / 0
gates resized: 10 / 3
No activity file was given, so power comes from the tool's default toggle rates.
