File: /design/flow/config.mk
export PLATFORM = sky130hd
export DESIGN_NAME = LFSR
export DESIGN_NICKNAME = LFSR
export VERILOG_FILES = /design/flow/design.v
export SDC_FILE = /design/flow/constraint.sdc
export NUM_CORES = 4
export LEC_CHECK = 1
export CORE_AREA = 10 10 70 70
export DIE_AREA = 0 0 80 80
File: /design/flow/constraint.sdc
current_design LFSR

set clk_period 1.6
set clk_io_pct 0.2

create_clock -name clk0 -period $clk_period [get_ports {clk}]

set non_clock_inputs [all_inputs -no_clocks]
set_input_delay [expr $clk_period * $clk_io_pct] -clock clk0 $non_clock_inputs
set_output_delay [expr $clk_period * $clk_io_pct] -clock clk0 [all_outputs]
File: /design/flow/design.v
interface AXI4S;
    parameter DATA_WIDTH = 32;
    parameter KEEP_WIDTH = (DATA_WIDTH + 7)/8;
    logic valid;
    logic ready;
    logic [DATA_WIDTH - 1:0]data;
    logic [KEEP_WIDTH - 1:0] keep;
    logic last;
    modport Slave (
        input valid, data, keep, last,
        output ready
    );
    modport Master (
        output valid, data, keep, last,
        input ready
    );
endinterface
module LFSR (
  input wire clk,
  input wire resetn,
  input wire [7:0] seed,
  output logic [7:0] random_number
);
always_ff @ (posedge clk)
begin
if(resetn)
begin
  random_number <= {random_number[6:0],(random_number[7] ^ random_number[5] ^ random_number[4] ^ random_number[3])};
end
else
begin
  random_number <= seed;
end
end
endmodule
File: /design/flow/run.sh
#!/bin/bash
# OpenROAD 26Q1-2900-gdf79404cd8, Yosys 0.63+post, stock flow scripts
make -C /OpenROAD-flow-scripts/flow DESIGN_CONFIG=/design/flow/config.mk WORK_HOME=/design/flow/orfs finish
==> out/qor_table.md <==
| Quantity | This run |
|---|---|
| Maximum number of pins on one net before global-route repair | 10 |
| Leakage component of the power | 0.185 nW |
| Initial antenna violation count | 0 |
| DRC violation count after routing | 0 |
| Antenna cell count | 0 |
| Layout Area Growth over Synthesis | 83.8% |
| Count of clock tree sinks | 8 |
| Final tally of max-slew violations | 0 |
| Most numerous cell in the Yosys netlist | sky130_fd_sc_hd__dfxtp_1 |
| Total global-route track usage | 0.0263 |
| Max-Cap Viols | 0 |
| Register ranked first by flip-flop count | random_number |
| Worst min-delay path category | flip-flop to flip-flop |
| Via count | 217 |
| Number of top-level pins | 18 |
| Post-Place Setup Slack | 0.0728 ns |
| Distinct cell type count after synthesis | 7 |
| Type of destination of the critical path | output port |
| Filler cells | 398 |
| Detail-routed net length per standard cell | 8.71 um |
| Buffer cell driving the clock tree root | sky130_fd_sc_hd__clkbuf_4 |
| Wire length of the first global-routing pass | 1250 um |
| Maximum clock frequency | 0.696 GHz |
| Largest vdd supply drop | 301 uV |
| CTS tree | done |
| Latest clock arrival within the worst-skew pair | 0.25 ns |
| Gates resized, CTS repair | 0 |
| Sequential cell area fraction in the yosys report | 0.561 |
| Max-Slew Margin vs Limit | 0.740 |
| Core Region | 0.00342 mm2 |
| Cell-by-cell listing of the critical path | clkdlybuf4s50_1 |
| Number of flops mapped to enable cells by yosys | 0 |
| Final worst path period share | 0.898 |
| Arrival @ worst endpoint | 1.12 ns |
| Clock transition at the register clock pins on the worst setup and hold paths after CTS | 0.05 ns |
| Synth Instances | 21 |
| Classification of the worst setup path | flip-flop to output port |
| Row cnt | 21 |
| Result of the run | complete, no violations |
| DRT Pass-1 Iters | 2 |
| Top cells by area | sky130_fd_sc_hd__dfxtp_1 56%, sky130_fd_sc_hd__mux2_1 20%, sky130_fd_sc_hd__xnor2_1 9.2% |
| Worst slew pin tran | 0.389 ns |
| Iteration-0 DRC Markers | 2 |
| Synth warnings | 1 |
| Power after layout | 503 uW |
| Combinational cell area excluding buffers and inverters | 114 um2 |
| Cell accounting for the most synthesized area | sky130_fd_sc_hd__dfxtp_1 |
| Number of failing hold endpoints at the final stage | 0 |
| Port-buffer cells | 17 |
| Post-Synthesis Cell Area | 285 um2 |
| Number of global-route vias before repair | 240 |
| Cells in synth_stat.txt | 21 |
| Count of state elements after synthesis | 8 |
| Number of flip-flops under the largest register name | 8 |
| Fraction of post-synthesis cell area in the top cell type by area | 0.561 |
| Maximum buffer depth of the clock tree | 2 |
| Horiz. Die Dim | 80 um |
| Total CTS buffers | 3 |
| Number of routed nets with antenna violations | 0 |
| Crit-path max cell delay | 0.50 ns |
| Fp_density | 0.0835 |
| Critical path buffers and inverters | 1 |
| YS chip area | 285 um2 |
| Final cell count without fillers | 86 |
| Fraction of layout instances using a drive strength above 1 | 0.125 |
| Total number of warnings across the stage logs | 25 |
| Power density relative to cell area | 960 mW/mm2 |
| Endpoints failing setup | 0 |
| CP max FO | 3 |
| Share of async-settable or async-resettable flops after synthesis | 0 |
| Synthesized area per cell | 13.6 um2 |
| Data required time at the worst endpoint | 1.28 ns |
| Chip area | 0.00640 mm2 |
| Dominant flop cell | sky130_fd_sc_hd__dfxtp_1 |
| Startpoint type of the worst setup path | flip-flop |
| Vertical die dimension | 80 um |
| Highest-delay cell along the critical path | sky130_fd_sc_hd__clkdlybuf4s50_1 |
| Minimum setup slack in the final design | 0.163 ns |
| Total wire length after detailed routing | 749 um |
| Most instantiated cells after synthesis | 8 x sky130_fd_sc_hd__dfxtp_1, 5 x sky130_fd_sc_hd__mux2_1, 3 x sky130_fd_sc_hd__xnor2_1, 2 x sky130_fd_sc_hd__mux2_2 |
| Sum of negative setup slack | 0 ns |
| Unrepaired setup endpoints after global routing | false |
| Largest delay contributor family on the critical path | buffers and inverters |
| Largest regs | random_number: 8 flops |
| Hold-fix buffers, CTS | 0 |
| GP Congestion | 0.771 |
| H-tree levels | 1 |
| Worst clock skew on the final layout | 0.00389 ns |
| Post-CTS setup buffer count | 0 |
| FF+latch area | 160 um2 |
| Via density per instance | 2.52 |
| Clock period minus final worst setup slack | 1.44 ns |
| Total instance count after detailed placement | 83 |
| Remaining global-route overflow | 0 |
[cell type report]
class	instances	area share
Clock buffer	3	0.0430
Timing Repair Buffer	17	0.325
Tap cell	46	0.110
Sequential cell	8	0.305
Multi-Input combinational cell	12	0.217
[per-stage QoR]
| step | cell area (um2) | util | hold slack [ns] |
|---|---|---|---|
| 6_report | 524 | 0.153 | 0.469 |
| 5_1_grt | 524 | 0.153 | 0.496 |
| 4_1_cts | 524 | 0.153 | 0.474 |
| 3_5_place_dp | 502 | 0.147 | 0.463 |
| 3_3_place_gp | 502 | 0.147 | 0.455 |
| 2_1_floorplan | 285 | - | 0.417 |
[cell families (layout without fill, tap and decap cells)]
group                  after synthesis  in the layout  synth area share
AND-OR/OR-AND                        1              1            0.0175
XOR/XNOR                             3              3            0.0921
buffers and inverters                1             20            0.0395
flip-flops                           8              8             0.561
multiplexers                         7              7             0.276
AND/OR/NAND/NOR                      1              1            0.0131
[power by group]
group,internal (mW),leakage [nW],switching [mW]
registers,0.228,0.0675,0.0189
logic,0.0892,0.104,0.0223
clock network,0.0852,0.0138,0.0603
[worst paths after layout]
kind	startpoint	to	slack, ns	depth (start not counted)
min	random_number[2]	random_number[3]	0.47	1
min reg2reg	random_number[2]	random_number[3]	0.47	1
max	random_number[5]	random_number[5]	0.16	1
max reg2reg	random_number[4]	random_number[0]	0.73	3
[per-layer routing]
| metal | global-route usage | routed length, um | share of wire | up-vias |
|---|---|---|---|---|
| met4 | 0.00352 | 0 | 0 | 0 |
| li1 | - | - | - | 112 |
| met2 | 0.0209 | 145 | 0.19 | 21 |
| met5 | 0 | 0 | 0 | - |
| met3 | 0.0341 | 199 | 0.27 | 0 |
| met1 | 0.0371 | 405 | 0.54 | 84 |
[cell usage in the layout, fill, tap and decap left out]
master	instances
sky130_fd_sc_hd__a21oi_1	1
sky130_fd_sc_hd__clkdlybuf4s50_1	17
sky130_fd_sc_hd__clkbuf_4	3
sky130_fd_sc_hd__xnor2_1	3
sky130_fd_sc_hd__nor2_1	1
sky130_fd_sc_hd__dfxtp_1	8
sky130_fd_sc_hd__mux2_1	5
sky130_fd_sc_hd__mux2_2	2
Power and IR drop assume default switching activity.
